### run.sh
#!/bin/bash
# OpenROAD 26Q1-2900-gdf79404cd8, Yosys 0.63+post, stock flow scripts
make -C /OpenROAD-flow-scripts/flow DESIGN_CONFIG=/design/flow/config.mk WORK_HOME=/design/flow/orfs finish
### config.mk
export PLATFORM = sky130hd
export DESIGN_NAME = TreeAdder_Procedural
export DESIGN_NICKNAME = TreeAdder_Procedural
export VERILOG_FILES = /design/flow/design.v
export SDC_FILE = /design/flow/constraint.sdc
export NUM_CORES = 4
export LEC_CHECK = 1
export CORE_AREA = 10 10 83 83
export DIE_AREA = 0 0 93 93
### constraint.sdc
current_design TreeAdder_Procedural

set clk_period 5.8
set clk_io_pct 0.2

create_clock -name clk0 -period $clk_period

set non_clock_inputs [all_inputs -no_clocks]
set_input_delay [expr $clk_period * $clk_io_pct] -clock clk0 $non_clock_inputs
set_output_delay [expr $clk_period * $clk_io_pct] -clock clk0 [all_outputs]
### design.v
module TreeAdder_Procedural(
		input [3:0]a,
		input [3:0]b,
		input [7:0]c,
		input [7:0]d,
		output reg [4:0]sum1,
		output reg [8:0]sum2,
		output reg [9:0]sum
	);
	always @(a or b) begin
		sum1 = a + b;
	end
	always @(c or d )begin
		sum2 = c + d;
	end
	always @(sum1 or sum2)begin
		sum = sum1 + sum2 ;
	end
endmodule
==> summary.txt <==
impl run done, here's what came out: run status=completed, maximum capacitance violations=0, synthesized area=between 700 and 800 sq um, vias in the first global route=between 800 and 900, period utilisation layout=a little over nine tenths, # clk buffers=0, via count=between 700 and 800, routability cong.=between 0.7 and 0.8, Tightest Pin Transition=0.274 ns, grt total ovfl=0, CP bufs+invs=2, endpoints failing setup=0, yosys cell count=around 92, Worst Setup Start Kind=primary input, # IOs=about 48, GR Layer Usage met1=under 10%, Post-Route Setup TNS=0 ns, pwr dens=176 nW/um^2, slew margin rel.=81.7%, post-CTS setup buffer count=0, first-pass GRT wire length=approximately 4100 microns, most common cell in the synthesized netlist=ha_1, xor/xnor share=18.7%, area delta synth->final=75.5%, Crit path max-delay family=AND-OR/OR-AND gates, Cell Type Count=32, Iter 0 DRT Violations=24, M2 GR Usage=~11%, Crit Path Category=primary input to primary output, Std-Cell Core Area=approximately 5100 sq um, Post-Syn Area per Cell=between 8 and 9 sq um, port bufs=48, logic area=754 sq um, die y size=93 microns, yosys warns=1, Starting Density=between 10% and 20%, max-slew violation count=0, critical path depth=14, routed len/inst=about 12 microns, Top logic family=adder cells, critical path cell sequence=clkdlybuf4s50_1 -> ha_1 -> fa_2 -> a21o_1 -> a21oi_2 -> xnor2_1 -> ha_1 -> and3_4 -> o211ai_1 -> o31ai_1 -> a211o_1 -> o2111ai_2 -> xnor2_1 -> clkdlybuf4s50_1, Peak supply drop=0.0527 mV, Yosys top cell by area=ha_1, critical path peak fanout=4, tool warnings=32, pin count of the biggest net entering global routing=6, RSZ-0062 raised after global routing=no, Leakage=about 0.6 nW, M3 GR Usage=less than 1%, Ant. Diodes=0, post-synth top area share=between 20% and 30%, Synth Area in Simple Gates=between 10% and 20%, synth cell count leaders=ha_1, a21oi_1, inv_1, xnor2_1, a21o_1, top cells, area=ha_1, xnor2_1, fa_1, crit end category=primary output, Core Rows=26, total power=~0.24 mW, AO/OA Area Share=~26%, Final Hold Viols=0, initial antenna violation count=0, die width=~93 microns, Cells after Synth=around 92, fraction of final layout cells sized beyond drive strength 1=under 10%, Yosys chip area=just under 800 sq um, drt drc=0, sequential cells=0, All-Layer GR Usage=under 10%, drt pass-1 iters=3, final WL=~2500 microns, slowest stage delay, CP=slightly below 0.5 ns, CP max stage cell=clkdlybuf4s50_1, f_max=179 MHz, yosys adder share=35.1%, cell count of the worst hold path=3, hold crit path type=primary input to primary output, Tmin final=5.58 ns, Synth mux share=0%, busiest layer in global routing=met2, dpl hpwl=2380 microns, fillcell total=around 580, Flop area=0 sq um, Critical Path RT=between 4 and 5 ns, drt via density=3.75, antenna-violating nets left=0, crit path DAT=between 4 and 5 ns, post-synthesis sequential area ratio=0%, chip area=slightly below 9000 sq um
[metrics by stage]
step                      hold slack, ns  cell area (sq um)  util (%)  std cells  setup WS [ns]
after floorplan                     2.41                777         -         92           1.17
after global placement              3.39               1350      26.3        211          0.144
after detailed placement            3.39               1350      26.3        211          0.102
after CTS                           3.39               1350      26.3        211          0.104
after global routing                3.42               1360      26.5        211         0.0178
final                               3.37               1360      26.5        211          0.216
[placed cells by master (no fill, tap or decap), types with 2 or more instances in the layout]
cell type,n
clkdlybuf4s50_1,48
ha_1,17
a21oi_1,9
inv_1,7
xnor2_1,7
a21o_1,5
xor2_1,4
nand3_1,4
nand2_1,4
nor2_1,3
inv_2,2
and3_1,2
xnor2_2,2
o21bai_1,2
o21ai_1,2
fa_1,2
[cells by family after synthesis]
family | Yosys count
xor gates and xnor gates | 14
adders and majority gates | 20
buffers and inverters | 9
AOI/OAI and AO/OA | 28
and+or+nand+nor | 21
[metal layers]
metal | vias up | share of wire (%)
li1 | 437 | -
met3 | 0 | 3.5
met4 | 0 | 0
met5 | - | 0
met1 | 338 | 42
met2 | 16 | 54
[where the power goes]
part | switching (mW) | internal (mW) | total (mW)
clock network | 0 | 0 | 0
logic | 0.0881 | 0.152 | 0.240
registers | 0 | 0 | 0
[repair_timing]
| action | 4_1_cts | 5_1_grt |
|---|---|---|
| endpoints found under the setup margin | 0 | 2 |
| resized | 0 | 3 |
| hold buffers | 0 | 0 |
[layout make-up]
type / instances / area share (%)
Tap cell: 70 / 6.42
Inverter: 9 / 2.48
Timing Repair Buffer: 49 / 35.8
Multi-Input combinational cell: 83 / 55.3
[worst paths after layout]
path                  endpoint  startpoint  slack, ns
worst min-delay path   sum2[0]        d[0]       3.37
worst max-delay path    sum[8]        c[0]       0.22
Power is estimated from default activity; no workload was simulated.
