--- ./run.sh ---
#!/bin/bash
# OpenROAD 26Q1-2900-gdf79404cd8, Yosys 0.63+post, stock flow scripts
make -C /OpenROAD-flow-scripts/flow DESIGN_CONFIG=/design/flow/config.mk WORK_HOME=/design/flow/orfs finish
--- ./config.mk ---
export PLATFORM = sky130hd
export DESIGN_NAME = ALU
export DESIGN_NICKNAME = ALU
export VERILOG_FILES = /design/flow/design.v
export SDC_FILE = /design/flow/constraint.sdc
export NUM_CORES = 4
export LEC_CHECK = 1
export CORE_AREA = 10 10 109 109
export DIE_AREA = 0 0 119 119
--- ./design.v ---
module ALU
	#(parameter BUS_WIDTH = 8)
	(
		input[BUS_WIDTH-1 : 0] A ,
		input[BUS_WIDTH-1 : 0] B ,
		input carry_in ,
		input[3:0] Opcode ,
		output reg[BUS_WIDTH-1 : 0] Y ,
		output reg carry_out ,
		output reg borrow ,
		output zero ,
		output parity ,
		output reg invalid_Op
	);
	localparam OP_ADD = 1 ;  
	localparam OP_ADD_CARRY = 2 ;  
	localparam OP_SUB = 3 ;  
	localparam OP_INC = 4 ;  
	localparam OP_DEC = 5 ;  
	localparam OP_AND = 6 ;  
	localparam OP_NOT = 7 ;  
	localparam OP_ROR = 8 ;  
	localparam OP_ROL = 9 ;  
	always @(*) begin
		Y=0; carry_out=0; borrow=0; invalid_Op=0;
		case(Opcode)
			OP_ADD : begin Y = A + B; end
			OP_ADD_CARRY : begin {carry_out , Y} = A + B + carry_in ; end
			OP_SUB : begin {borrow , Y} = A - B ; end
			OP_INC : begin {carry_out , Y} = A + 1'b1 ; end
			OP_DEC : begin {borrow , Y} = A - 1'b1 ; end
			OP_AND : begin Y = A & B ; end
			OP_NOT : begin Y = ~A ; end
			OP_ROR : begin Y = {A[0] , A[BUS_WIDTH-1 : 1]} ; end
			OP_ROL : begin Y = { A[BUS_WIDTH-2 : 0], A[BUS_WIDTH-1]} ; end
			default : begin invalid_Op = 1 ; end
		endcase
	end
	assign parity = ^Y ;
	assign zero = (Y==0) ;
endmodule
--- ./constraint.sdc ---
current_design ALU

set clk_period 7.2
set clk_io_pct 0.2

create_clock -name clk0 -period $clk_period

set non_clock_inputs [all_inputs -no_clocks]
set_input_delay [expr $clk_period * $clk_io_pct] -clock clk0 $non_clock_inputs
set_output_delay [expr $clk_period * $clk_io_pct] -clock clk0 [all_outputs]
==> metrics.yaml <==
yosys:
  top_area_cell: "ha_1"
  top_cells_by_area: "ha_1 14%, a21oi_1 5.5%, inv_1 4.7%, nor2_1 4.7%, fa_1 4.2%"
  top_area_share_pct: 14.4
  yosysWarnings: 1
  synth_cell_types: 63
  ys_seq_share_pct: 0
  synth_cells: 279
  synth_area_per_cell_sq_um: 6.83
  ys_chip_area_sq_mm: 0.00191
  synth_area_sq_mm: 0.00191
  ys_cells: 279
critical_path:
  max_stage_delay_ns: 0.61
  required_ns: 5.76
  crit_chain: "clkdlybuf4s50_1, inv_1, fa_1, fa_1, o21bai_1, a21oi_1, o31ai_1, nor3_1, a311oi_1, o311a_1, ha_1, xnor2_1, xnor2_1, clkdlybuf4s50_1"
  worstPathArrival_ns: 5.42
  cp_max_fo: 8
  cp-end-kind: "output pin"
  crit_slowest_cell: "clkdlybuf4s50_1"
  worstSetupPathType: "input port to output pin"
  startpoint_type: "input port"
clocking:
  cts_setup_buffers: 0
  cts_hold_buffers: 0
  cts_resized: 0
placed_design:
  port_buffers: 34
  dp_hpwl_um: 5690
  place_congestion: 0.939
route:
  vias: 2240
  viasPerCell: 5.14
  antennaDiodeCount: 0
  drtIter0Drc: 214
  drt-total-wl_um: 6790
  drc_errors: 0
  wl_per_cell_um: 15.6
  drtPass1Iterations: 6
  detail-route-antenna-nets: 0
floorplan:
  die_w_um: 119
  io_pins: 34
  fp-utilization_pct: 19.8
  std_cell_rows: 36
  fp.dieH_um: 119
  die-area_sq_mm: 0.0142
  design.core.area_sq_mm: 0.00964
status:
  status: "completed"
grt:
  gr-total-overflow: 0
  grt_pass1_vias: 2168
  antenna_found_initial: 0
  grt_max_degree: 20
  grt.total_usage_pct: 9.31
  grt_pass1_wl_um: 11200
final_layout:
  drive_above_1_share_pct: 5.28
  seq_cell_count: 0
  fillers: 1083
  seq_area_sq_um: 0
  areaGrowthSynthToFinish_pct: 23.6
  clkbuf_count: 0
worst_hold_path:
  hold_path_class: "input port to output pin"
flow_run:
  warning_count: 41
  drv_cap: 0
pwr:
  comb_power_share_pct: 100.0
  clkPwrFrac_pct: 0
  p_switching_w: 0.0000878
  seq_power_share_pct: 0
  p_int_w: 0.0000854
  peakVddDrop_uv: 50.8
  switching_share_pct: 50.7
  p_per_area_mw_per_mm2: 73.5
  leakagePower_nw: 0.916
sta:
  rsz0062_at_grt: "no"
  hold_viol: 0
  hold_slack_ns: 4.03
  period_used_pct: 95.3
  slew_headroom_pct: 60.6
  clock.fmax_mhz: 146
  worst_pin_slew_ns: 0.576
  setup_violations: 0
  slew_viol_final: 0
  finalCriticalPeriod_ns: 6.86
  fin_tns_setup_ns: 0
## cells in the final DEF (no fill, tap or decap), drive strengths merged, types with 6 or more instances in the layout
cell	n
o31ai	7
xnor2	8
nand3	6
o21ai	12
inv	24
a21oi	21
nand2	21
buf	8
nor4	6
ha	22
mux2i	6
clkdlybuf4s50	34
nand2b	7
nor2	25
nor3	15
## power by group through the flow
stage	clock [W]	combinational (W)	sequential, W
6_report	0	0.000173	0
5_1_grt	0	0.000192	0
4_1_cts	0	0.000173	0
## path summary, 6_finish.rpt
check  slack, ns  endpoint  start  cells after the start
max         0.34    parity   A[0]                     14
min         4.03    borrow   B[7]                      5
## cells in the mapped netlist, types with 6 or more instances
cell type and n:
inv_1 24, nor2_1 24, ha_1 22, a21oi_1 21
nand2_1 21, nor3_1 15, buf_2 10, o21ai_0 10
xnor2_1 8, o31ai_1 7, mux2i_1 6, nand2b_1 6
nand3_1 6
## area by class of cell
class	instances	area (sq um)	area share, %
tap	133	166	7.06
timing repair buffer	42	400	17.0
inverter	24	90.1	3.82
multi-input combinational	237	1700	72.1
## routing by layer
layer,track usage [%],wire (um)
met4,3.13,156
met1,12.1,2840
met3,1.06,465
met2,15.6,3330
met5,0,0
## metrics by stage
step | total power [W] | util, % | std cells | worst slack, ns | area, sq um
after floorplan | 0.000103 | - | 279 | 1.88 | 1910
after global placement | 0.000173 | 24.5 | 436 | 0.413 | 2360
after detailed placement | 0.000172 | 24.5 | 436 | 0.384 | 2360
after CTS | 0.000173 | 24.5 | 436 | 0.363 | 2360
after global routing | 0.000192 | 24.5 | 436 | 0.0647 | 2360
final | 0.000173 | 24.5 | 436 | 0.336 | 2360
## kinds of logic after synthesis
logic type	count (synthesis)	share of synthesized area, %
AND-OR/OR-AND	82	30.1
XOR/XNOR	11	5.05
adder cells (fa/ha/maj)	26	18.6
buffers and inverters	42	10.8
multiplexers	6	3.15
AND/OR/NAND/NOR	112	32.2
## worst max-delay path, delay by kind of cell
family,cells,cell delay [ns]
XOR/XNOR,2,0.39
buffers and inverters,3,1.26
adder cells (fa/ha/maj),3,1.16
AND-OR/OR-AND,5,1.10
AND/OR/NAND/NOR,1,0.08
No activity file was given, so power comes from the tool's default toggle rates.
