### flow/run.sh
#!/bin/bash
# OpenROAD 26Q1-2900-gdf79404cd8, Yosys 0.63+post, stock flow scripts
make -C /OpenROAD-flow-scripts/flow DESIGN_CONFIG=/design/flow/config.mk WORK_HOME=/design/flow/orfs finish
### flow/config.mk
export PLATFORM = sky130hd
export DESIGN_NAME = Bus_Demux
export DESIGN_NICKNAME = Bus_Demux
export VERILOG_FILES = /design/flow/design.v
export SDC_FILE = /design/flow/constraint.sdc
export NUM_CORES = 4
export LEC_CHECK = 1
export CORE_AREA = 10 10 70 70
export DIE_AREA = 0 0 80 80
### flow/constraint.sdc
current_design Bus_Demux

set clk_period 1.0
set clk_io_pct 0.2

create_clock -name clk0 -period $clk_period

set non_clock_inputs [all_inputs -no_clocks]
set_input_delay [expr $clk_period * $clk_io_pct] -clock clk0 $non_clock_inputs
set_output_delay [expr $clk_period * $clk_io_pct] -clock clk0 [all_outputs]
### flow/design.v
module Bus_Demux
	#(parameter BUS_WIDTH = 8)
	(
		input [BUS_WIDTH-1:0] Y ,
		input [1:0] SEL ,
		output reg [BUS_WIDTH-1:0] A ,
		output reg [BUS_WIDTH-1:0] B ,
		output reg [BUS_WIDTH-1:0] C ,
		output reg [BUS_WIDTH-1:0] D 
	);
	always @(*) begin
		A = 0 ; B = 0 ; C = 0 ; D = 0;
		if(SEL == 0)
			A = Y;
		else if(SEL == 1)
			B = Y;
		else if(SEL == 2)
			C = Y;
		else
			D = Y;
	end
endmodule
==> results.txt <==
impl run done, here's what came out: main combinational cell family by area after synthesis=simple AND/OR/NAND/NOR gates, footprint of the flip-flops and latches=0 sq um, vertical die dimension=80 microns, part of the total power dissipated in the clock network=0, Adder Share, Synth=0, fillers=349, critical path class=input port to primary output, startpoint class of the critical path=input port, die span in x=80 microns, total count of max-transition violations in the final report=0, switching power total=109 uW, min cycle time layout=1.05 ns, Power Dens Cells=341 nW/um^2, AND-OR/OR-AND Cells, Area Fraction=0, slowest stage cell, crit path=and3b_1, count of unique library cells instantiated by Yosys=5, number of setup violations in the final report=22, area added between synthesis and finish=218%, synthesized cell area=320 sq um, synthesized-area fraction occupied by xor and xnor cells=0, number of hold violations in the final report=0, number of ports placed on the die boundary=42, core region area=3420 sq um, relative contribution of sequential cells to total power=0, area fraction in mux cells=0, initial detailed-routing violation count=19, count of hold-fix buffers inserted at cts=0, share of total power in combinational logic=1.000, slew at the pin closest to its max-slew limit=0.127 ns, required time of the worst setup path=0.80 ns, initial antenna violation count=0, maximum VDD drop=0.000168 V, First-pass DRT Iterations=2, weighted congestion at the end of routability-driven global placement=0.729, Mapped Cells=38, Crit path arrival time=0.85 ns, number of buffer and inverter instances along the worst setup path=4, violated checks=setup timing, vias in the first global route=623, cell types occupying the most area after synthesis=and3b_1 38%, buf_6 21%, nor3b_1 19%, Finished Core Util=0.298, total global routing overflow=0, count of buffers inserted at the top-level ports=42, Tool Warnings=34, routed vias/inst=3.81, Hold Crit Endpoint=A[2], switching part of the total=0.315, synthesized chip area reported by yosys=320 sq um, Internal Power=238 uW, Max-Cap Viols=0, category of the worst setup path capture point=primary output, final routed DRC violation total=0, yosys cell count=38, Hold Path Stages=4, HPWL reported at the end of detailed placement=1160 microns, cell taking the most area after synthesis=and3b_1, final antenna diode count=0, Mean Syn Cell Area=8.43 sq um, simple-gate share of the synthesized area=0.789, Area after DPL=786 sq um, number of nets with antenna violations after routing=0, proportion of layout cells with a drive suffix above 1=0.739, finished layout cell area=1020 sq um, maximum cell stage delay along the critical path=0.19 ns, pre-CTS setup slack=-0.769 ns, global-route usage over all layers=0.0607, Synth Warn #=1, commonest non-fill, non-tap cell in the layout=buf_2, reported leakage power=0.000548 uW, crit-path max FO=6, RSZ-0062 raised after global routing=yes, Seq/Total Area, Yosys=0, Crit. path cell count=5, DR vias=526, highest-count cells in the layout ignoring fill and taps=24 x buf_2, 14 x and3b_1, 8 x nor3b_2, 8 x buf_6, Hold/Removal Path Class=input port to primary output, final period utilization=1.05, relative slew slack=0.915, summed negative setup slack over all endpoints=-0.742 ns, launch point of the worst hold path=SEL[0], global-route wire length before repair=3200 microns, Max Fclk=949 MHz, Cell Chain, Critical Path=buf_12, buf_16, buf_8, and3b_1, buf_2, slack of the critical path=-0.0539 ns, flip-flops=0, Core Rows=21, total die size=6400 sq um, FP Core Util=0.0938, outcome=finished with violations, WL per Instance=15.0 microns, number of clock-tree buffers in the layout=0, delay-heaviest family, CP=buffers and inverters, total detailed-routing wirelength=2070 microns, pin count of the biggest net entering global routing=7, fraction of post-synthesis cell area in the top cell type by area=0.383
[cell type report]
class / count / area, sq um / area share
well taps: 46 / 57.6 / 0.0566
multi-input cells: 32 / 318 / 0.312
repair buffers: 60 / 642 / 0.631
[through the flow]
stage	power (uW)	hold slack (ns)	std cells
detailed placement	235	1.39	124
global placement	233	1.38	124
CTS	335	0.764	138
global route	376	0.783	138
finish	347	0.764	138
floorplan	74.8	0.489	38
[routing by layer]
metal	track usage	up-vias	routed length (microns)
li1	-	250	-
met1	0.0864	236	989
met5	0	-	0
met2	0.0827	40	694
met4	0	0	0
met3	0.0330	0	384
[power by group through the flow]
stage | clock network (uW) | registers [uW] | logic, uW
4_1_cts | 0 | 0 | 335
6_report | 0 | 0 | 347
5_1_grt | 0 | 0 | 376
[worst max-delay path by stage]
stage     startpoint   end  slack (ns)
4_1_cts       SEL[1]  B[2]       -0.06
6_report      SEL[1]  B[2]       -0.05
5_1_grt       SEL[1]  A[1]       -0.11
[timing repair]
item / CTS / global route
setup buffers: 8 / 1
gates cloned: 6 / 0
resized: 157 / 6
pin swaps: 7 / 5
setup endpoints to repair: 32 / 22
[cells in the mapped netlist]
cell type	count
and3b_2	2
and3_1	8
and3b_1	14
buf_6	6
nor3b_1	8
[kinds of logic after synthesis]
| group | count (synthesis) |
|---|---|
| buffers and inverters | 6 |
| and+or+nand+nor | 32 |
[tightest hold or removal path: stages]
cell     delay (ns)
buf_12         0.11
buf_12         0.11
nor3b_2        0.04
buf_2          0.10
No activity file was given, so power comes from the tool's default toggle rates.
